==> flow/run.sh <==
#!/bin/bash
# OpenROAD 26Q1-2900-gdf79404cd8, Yosys 0.63+post, stock flow scripts
make -C /OpenROAD-flow-scripts/flow DESIGN_CONFIG=/design/flow/config.mk WORK_HOME=/design/flow/orfs finish
==> flow/config.mk <==
export PLATFORM = sky130hd
export DESIGN_NAME = CCS
export DESIGN_NICKNAME = CCS
export VERILOG_FILES = /design/flow/design.v
export SDC_FILE = /design/flow/constraint.sdc
export NUM_CORES = 4
export LEC_CHECK = 1
export CORE_UTILIZATION = 50
==> flow/constraint.sdc <==
current_design CCS

set clk_period 2.5
set clk_io_pct 0.2

create_clock -name clk0 -period $clk_period [get_ports {clock}]

set non_clock_inputs [all_inputs -no_clocks]
set_input_delay [expr $clk_period * $clk_io_pct] -clock clk0 $non_clock_inputs
set_output_delay [expr $clk_period * $clk_io_pct] -clock clk0 [all_outputs]
==> flow/design.v <==
`timescale 1ns / 1ps
module AFCS(fire,reload,clock,rockets,radar,armed);
		input wire [0:0] fire;
		input wire [0:0] reload;
		input wire [0:0] clock;
		input wire [0:0] radar;
		output reg [4:0] rockets = 24;
		input wire [0:0] armed;
		always @(posedge clock)
		begin
		if((radar == 1) & (armed == 1))
			if(rockets == 1)
				begin
				rockets <= rockets;
					if(reload == 1)
						rockets <= 24;
							end
			else
				begin
					if(reload == 1)
						rockets <= 24;
					else if(fire == 1)
						rockets <= rockets - 1;
				end
		end
endmodule
`timescale 1ns / 1ps
module CCS(input clock,SA,fire,reload,radar_1,radar_2,radar_3, output a,b,c,d,e,fp,g,dp,AN0,AN1,AN2,AN3);
	wire [4:0] ammunition_1; 		wire [0:0] a0; wire [0:0] a1; wire [0:0] clock_station;
	wire [4:0] ammunition_2;      wire [0:0] b0; wire [0:0]b1;	wire [0:0] clock_7s;
	wire [4:0] ammunition_3;      wire [0:0] c0; wire [0:0]c1;	
	wire [4:0] rocketsH;		 		wire [0:0] d0; wire [0:0]d1;
	wire [4:0] rocketsL;		 		wire [0:0] e0; wire [0:0]e1;	
											wire [0:0] f0; wire [0:0]f1;
											wire [0:0] g0; wire [0:0]g1;
											wire [0:0] dp0; wire [0:0]dp1; 
	rockets rockets1(.ammunition_1(ammunition_1),.ammunition_2(ammunition_2),.ammunition_3(ammunition_3),.clock(clock),.rocketsH(rocketsH),.rocketsL(rocketsL),.radar_1(radar_1),.radar_2(radar_2),.radar_3(radar_3));	
	AFCS station_1(.fire(fire),.reload(reload),.clock(clock_station),.rockets(ammunition_1),.radar(radar_1 & ~radar_2 & ~radar_3),.armed(SA));
	AFCS station_2(.fire(fire),.reload(reload),.clock(clock_station),.rockets(ammunition_2),.radar(radar_2 & ~radar_1 & ~radar_3),.armed(SA));
	AFCS station_3(.fire(fire),.reload(reload),.clock(clock_station),.rockets(ammunition_3),.radar(radar_3 & ~radar_1 & ~radar_2),.armed(SA));
	display_7s display_0(.clock(clock),.a(a0),.b(b0),.c(c0),.d(d0),.e(e0),.f(f0),.g(g0),.dp(dp0),.in(rocketsL));
	display_7s display_1(.clock(clock),.a(a1),.b(b1),.c(c1),.d(d1),.e(e1),.f(f1),.g(g1),.dp(dp1),.in(rocketsH));
	displays display(.clock_7s(clock_7s),.a0(a0),.b0(b0),.c0(c0),.d0(d0),.e0(e0),.f0(f0),.g0(g0),.a1(a1),.b1(b1),.c1(c1),.d1(d1),.e1(e1),.f1(f1),.g1(g1),.a(a),.b(b),.c(c),.d(d),.e(e),.f(fp),.g(g),.dp(dp),.AN0(AN0),.AN1(AN1),.AN2(AN2),.AN3(AN3),.dp0(dp0),.dp1(dp1));
	FD F_divider(.clock(clock),.clock_7s(clock_7s),.clock_station(clock_station));
endmodule
`timescale 1ns / 1ps
module FD(clock,clock_7s,clock_station);
		input wire [0:0] clock;
		reg [0:0]c1 = 0;
		reg [0:0]c2 = 0;
		reg [0:0]c3 = 0;
		reg [0:0]c4=0;
		reg [0:0]c5=0;
		reg [0:0]c6=0;
		reg [0:0]c7=0;
		reg [0:0]c8=0;
		reg [0:0]c9=0;
		reg [0:0]c10=0;
		reg [0:0]c11=0;
		reg [0:0]c12=0;
		reg [0:0]c13=0;
		reg [0:0]c14=0;
		reg [0:0]c15=0;
		output reg [0:0]clock_7s=0;
		reg [0:0]c17=0;
		reg [0:0]c18=0;
		reg [0:0]c19=0;
		reg [0:0]c20=0;
		reg [0:0]c21=0;
		reg [0:0]c22=0;
		reg [0:0]c23=0;
		reg [0:0]c25=0;
		output reg [0:0]clock_station = 0;
		always @(posedge clock)
		begin
		c1 <= ~c1;
		end
		always @(posedge c1)
		begin
		c2 <= ~c2;
		end
		always @(posedge c2)
		begin
		c3 <= ~c3;
		end
		always @(posedge c3)
		begin
		c4 <= ~c4;
		end
		always @(posedge c4)
		begin
		c5 <= ~c5;
		end
		always @(posedge c5)
		begin
		c6 <= ~c6;
		end
		always @(posedge c6)
		begin
		c7 <= ~c7;
		end
		always @(posedge c7)
		begin
		c8 <= ~c8;
		end
		always @(posedge c8)
		begin
		c9 <= ~c9;
		end
		always @(posedge c9)
		begin
		c10 <= ~c10;
		end
		always @(posedge c10)
		begin
		c11 <= ~c11;
		end
		always @(posedge c11)
		begin
		c12 <= ~c12;
		end
		always @(posedge c12)
		begin
		c13 <= ~c13;
		end
		always @(posedge c13)
		begin
		c14 <= ~c14;
		end
		always @(posedge c14)
		begin
		c15 <= ~c15;
		end
		always @(posedge c15)
		begin
		clock_7s <= ~clock_7s;
		end
		always @(posedge clock_7s)
		begin
		c17 <= ~c17;
		end
		always @(posedge c17)
		begin
		c18 <= ~c18;
		end
		always @(posedge c18)
		begin
		c19 <= ~c19;
		end
		always @(posedge c19)
		begin
		c20 <= ~c20;
		end
		always @(posedge c20)
		begin
		c21 <= ~c21;
		end
		always @(posedge c21)
		begin
		c22 <= ~c22;
		end
		always @(posedge c22)
		begin
		c23 <= ~c23;
		end
		always @(posedge c23)
		begin
		c25 <= ~c25;
		end
		always @(posedge c25)
		begin
		clock_station <= ~clock_station;
		end
endmodule
`timescale 1ns / 1ps
module display_7s(clock,a,b,c,d,e,f,g,dp,in);
		input wire [0:0] clock;
		input wire [4:0] in;
		output reg [0:0] a = 0;
		output reg [0:0] b = 0;
		output reg [0:0] c = 0;
		output reg [0:0] d = 0;
		output reg [0:0] e = 0;
		output reg [0:0] f = 0;
		output reg [0:0] g = 0;
		output reg [0:0] dp = 0;
		always @(posedge clock)
		begin
		if(in == 0)
		begin
			a <= 0;
			b <= 0;
			c <= 0;
			d <= 0;
			e <= 0;
			f <= 0;
			g <= 1;
		  dp <= 1;
		end
		if(in == 1)
		begin
			a <= 1;
			b <= 0;
			c <= 0;
			d <= 1;
			e <= 1;
			f <= 1;
			g <= 1;
			dp <= 1;
		end
		if(in == 2)
		begin
		a <= 0;
		b <= 0;
		c <= 1;
		d <= 0;
		e <= 0;
		f <= 1;
		g <= 0;
		dp <= 1;
		end
		if(in == 3)
		begin
		a <= 0;
		b <= 0;
		c <= 0;
		d <= 0;
		e <= 1;
		f <= 1;
		g <= 0;
		dp <= 1;
		end
		if(in == 4)
		begin
		a <= 1;
		b <= 0;
		c <= 0;
		d <= 1;
		e <= 1;
		f <= 0;
		g <= 0;
		dp <= 1;
		end
		if(in == 5)
		begin
		a <= 0;
		b <= 1;
		c <= 0;
		d <= 0;
		e <= 1;
		f <= 0;
		g <= 0;
		dp <= 1;
		end
		if(in == 6)
		begin
		a <= 1;
		b <= 1;
		c <= 0;
		d <= 0;
		e <= 0;
		f <= 0;
		g <= 0;
		dp <= 1;
		end
		if(in == 7)
		begin
		a <= 0;
		b <= 0;
		c <= 0;
		d <= 1;
		e <= 1;
		f <= 1;
		g <= 1;
		dp <= 1;
		end
		if(in == 8)
		begin
		a <= 0;
		b <= 0;
		c <= 0;
		d <= 0;
		e <= 0;
		f <= 0;
		g <= 0;
		dp <= 1;
		end
		if(in == 9)
		begin
		a <= 0;
		b <= 0;
		c <= 0;
		d <= 1;
		e <= 1;
		f <= 0;
		g <= 0;
		dp <= 1;
		end
		end
endmodule
`timescale 1ns / 1ps
	module displays(clock_7s,a0,b0,c0,d0,e0,f0,g0,a1,b1,c1,d1,e1,f1,g1,a,b,c,d,e,f,g,dp,AN0,AN1,AN2,AN3,dp0,dp1);
		reg [0:0] counter = 0;
		output reg [0:0]a;	input wire [0:0]a0;	input wire [0:0]a1;
		output reg [0:0]b;	input wire [0:0]b0;	input wire [0:0]b1;
		output reg [0:0]c;	input wire [0:0]c0;	input wire [0:0]c1;
		output reg [0:0]d;	input wire [0:0]d0;	input wire [0:0]d1;
		output reg [0:0]e;	input wire [0:0]e0;	input wire [0:0]e1;
		output reg [0:0]f;	input wire [0:0]f0;	input wire [0:0]f1;
		output reg [0:0]g;	input wire [0:0]g0;	input wire [0:0]g1;
		output reg [0:0]dp;	input wire [0:0]dp0;	input wire [0:0]dp1;
		output reg [0:0]AN0;	input wire [0:0] clock_7s;	
		output reg [0:0]AN1;
		output reg [0:0]AN2 = 1;	
		output reg [0:0]AN3 = 1;
		always @(posedge clock_7s)
		begin
		counter <= ~counter;
		if(counter)
			begin
			a <= a0;
			b <= b0;
			c <= c0;
			d <= d0;
			e <= e0;
			f <= f0;
			g <= g0;
			dp <= dp0;
			AN0 <= 0;
			AN1 <= 1;
			end
		else
			begin
			a <= a1;
			b <= b1;
			c <= c1;
			d <= d1;
			e <= e1;
			f <= f1;
			g <= g1;
			dp <= dp1;
			AN0 <= 1;
			AN1 <= 0;
			end
		end
endmodule
`timescale 1ns / 1ps
module rockets(ammunition_1,ammunition_2,ammunition_3,clock,rocketsH,rocketsL,radar_1,radar_2,radar_3);
	input wire [4:0] ammunition_1;
	input wire [4:0] ammunition_2;
	input wire [4:0] ammunition_3;
	input wire [0:0] clock;
	input wire [0:0] radar_1;
	input wire [0:0] radar_2;
	input wire [0:0] radar_3;
	output reg [4:0] rocketsH;
	output reg [4:0] rocketsL;
		    reg [4:0] temp;
	always @(posedge clock)
	begin
	if(radar_1 & ~radar_2 & ~radar_3)
		temp <= ammunition_1;
	else if(~radar_1 & radar_2 & ~radar_3)
		temp <= ammunition_2;
	else if(~radar_1 & ~radar_2 & radar_3)
		temp <= ammunition_3;
	if(temp >= 20)
		begin
		rocketsH <= 2;
		rocketsL <= temp - 20;
		end
	else if(temp >= 10)
		begin
		rocketsH <= 1;
		rocketsL <= temp - 10;
		end
	else
		begin
		rocketsH <= 0;
		rocketsL <=  temp;
		end
	end
endmodule
==> changes_impl.md <==
### Implementation results

- Via count: 1,859
- # Post-CTS Setup Buffers: 0
- Clock Tree Root: clkbuf_8
- Setup TNS Final: 0 ns
- Area share, top type: 0.3802
- Post-synth seq share: 0.5802
- Max cap viols: 0
- Synth Area per Inst: about 10 um2
- H-tree levels: 1
- Gate Count Post-Synth: ~290
- Switching power: 0.0002859 W
- Syn-to-layout area delta: 8.295%
- Num CTS Buffers: 3
- Top cells, area: dfxtp_1 (38%), edfxtp_1 (20%), inv_1 (5.3%), ha_1 (5.0%), nor2_1 (3.1%)
- CTS max path bufs: 2
- Tot GR Track Use: 0.1686
- Leak: 1.248 nW
- Placed Instances: ~370
- Cell Area, Synth: 0.003002 mm2
- Max-slew violations: 0
- DR iter-0 viols: 40
- Status: complete, no violations
- Net Sw Frac: 0.2872
- Endpoints left unconstrained: 75
- Post-place setup slack: 0.4589 ns
- CTS tree: done
- Slew Limit Headroom: 0.4712
- Register area: 0.001742 mm2
- Post-route ant nets: 0
- Chip Height: between 70 and 80 um
- Critical path class: in2reg
- Yosys cell count: 286
- Top-level port count: 19
- Routed vias/inst: 5.038
- Clk network pwr share: 0.249
- EDFF count, synth: 20
- Logic area: approximately 0.0011 mm2
- CP Max Fanout: 7
- Ant. Diodes: 0
- Placed standard-cell area: 0.003202 mm2
- Grt ovf: 0
- Die Span X: 79.48 um
- CP Cell Sequence: clkdlybuf4s50_1 -> nand2b_1 -> a21oi_2 -> a21o_1
- Syn. warnings: 5
- Fraction of registers with async set/reset: 0
- P per Cell Area: 306.3 mW/mm2
- Flops after synth: 77
- Register pins left without a clock: ~50
- Placeable Area: between 0.005 and 0.006 mm2
- Resized cells post-CTS: 0
- Clock slew at reported path FFs: 0.09 ns
- Final min period: 1.754 ns
- Filler cells: 489
- Initial antenna violation count: 0
- Routed wire length: between 4000 and 5000 um
- Seq pwr share: 0.581
- # hold bufs at CTS: 0
- YS chip area: between 0.003 and 0.004 mm2
- Power Internal: 0.0007098 W
- Die ar.: between 0.006 and 0.007 mm2
- Final setup margin: 0.7455 ns
- Top cell type by total area after synthesis: dfxtp_1
- Cell Type Count: between 40 and 50
- Wire per inst: between 10 and 15 um
- Combinational group share of total power: 0.170
- Worst setup EP type: flop
- Critical path's top delay family: AND-OR/OR-AND gates
- Layout cells sized above 1: 0.06061
- DRC: 0
- Reg2reg setup slack: 0.86 ns
- PortBufs: 16
- Worst path buffer plus inverter count: 1
- Post-route insts no fill: 369
- Final-report hold violation count: 0
- Dominant Register Cell: dfxtp_1
- Global-route wire length before repair: about 8000 um
- Peak Freq: around 0.57 GHz
- Vias in the first global route: roughly 1,700
- HP Class: reg2reg
- # rows: 27
- Initial DRT Pass Iterations: 4
- Max VDD drop: 0.4509 mV
- Worst Path Arrival: 1.73 ns
- Crit path largest cell delay: 0.43 ns
- Worst path required time: 2.47 ns
- RSZ-0062 raised after global routing: false
- Worst-margin pin slew: between 0.7 and 0.8 ns
- Clk ins delay skew pair: 0.27 ns
- Largest net degree at the start of global routing: 17
- Setup crit start kind: input port
- Endpoints failing setup: 0
- DPL Wire Length: 3494 um
- Setup Skew: 0.003029 ns
- GP Congestion: roughly 0.81
- Stage-log warning count: 32
- Design area: 0.003251 mm2
- Tcrit/Tclk final: 0.7018
- Critical-path top delay cell: clkdlybuf4s50_1
- Core Util at FP: 0.5320
per-stage QoR:
step	hold WS, ns	power [W]	util
6_report	0.3876	0.0009957	0.5762
5_1_grt	0.4063	0.001060	0.5762
4_1_cts	0.3875	0.001007	0.5762
3_5_place_dp	0.3631	0.0007557	0.5675
3_3_place_gp	0.3571	0.0007567	0.5675
2_1_floorplan	0.3496	0.0007092	-
cell usage after synthesis (all sizes together), types with 4 or more instances:
| cell | n |
|---|---|
| buf | 7 |
| nor2 | 25 |
| a21o | 6 |
| inv | 42 |
| mux2 | 4 |
| nor3 | 9 |
| a21oi | 12 |
| o22a | 10 |
| nand2 | 17 |
| o21ai | 10 |
| xnor2 | 7 |
| edfxtp | 20 |
| ha | 12 |
| dfxtp | 57 |
| nand2b | 4 |
| nand3 | 5 |
cell type report:
cell class                      count  share of cell area
Sequential cell                    77              0.5358
Multi-Input combinational cell    158              0.3237
Timing Repair Buffer               16             0.04927
Inverter                           42             0.04850
Tap cell                           72             0.02771
Clock buffer                        3             0.01270
Clock inverter                      1            0.002309
per-layer routing:
| metal | track usage | vias to the layer above | share of wire |
|---|---|---|---|
| met5 | 0 | - | 0 |
| met4 | 0.007273 | 0 | 0.0057 |
| met3 | 0.02668 | 2 | 0.039 |
| met2 | 0.2504 | 37 | 0.43 |
| met1 | 0.2930 | 839 | 0.52 |
| li1 | - | 981 | - |
cells by family after synthesis:
| group | Yosys count | share of synthesized area |
|---|---|---|
| and+or+nand+nor | 78 | 0.1288 |
| DFF | 77 | 0.5802 |
| xor gates and xnor gates | 7 | 0.02043 |
| muxes | 4 | 0.01501 |
| adders and majority gates | 12 | 0.05002 |
| AOI/OAI and AO/OA | 55 | 0.1338 |
| buffers and inverters | 52 | 0.07045 |
| other | 1 | 0.001249 |
state kept, by name (all words and copies together) (netlist names), 3 cells and up:
name and count:
station_2.rockets 5, station_1.rockets 5, station_3.rockets 5, rockets1.temp 5
rockets1.rocketsH 3, rockets1.rocketsL 5
final timing paths:
check | startpoint | end | depth (start not counted)
min | F_divider.c1 | F_divider.c1 | 1
max reg2reg | rockets1.temp[2] | rockets1.rocketsL[1] | 6
min reg2reg | F_divider.c1 | F_divider.c1 | 1
max | radar_1 | rockets1.temp[4] | 4
layout by cell type, fill, tap and decap left out, drive strengths merged, types with 2 or more instances in the layout:
cell type	netlist	layout
and2	2	2
or2	3	3
a211o	2	2
nor4b	3	3
clkbuf	3	3
mux2	4	4
a22o	2	2
a221o	3	3
ha	12	12
inv	42	42
nor3	9	9
conb	1	2
and3	3	3
nand3	5	5
nor2	25	25
nor4	2	2
edfxtp	20	20
clkdlybuf4s50	0	16
nand2b	4	4
nand2	17	17
a221oi	2	2
a21o	6	6
a21oi	12	12
o22a	10	10
o21ai	10	10
dfxtp	57	57
o21bai	2	2
xnor2	7	7
power groups by stage:
| stage | Combinational [W] | Sequential (W) | Clock, W |
|---|---|---|---|
| final | 0.000169 | 0.000578 | 0.000248 |
| after global routing | 0.000194 | 0.000588 | 0.000277 |
| after CTS | 0.000170 | 0.000577 | 0.000260 |
worst reg2reg max path, stage by stage (launching register included):
cell      delay (ns)
edfxtp_1        0.51
inv_1           0.19
ha_1            0.24
and2b_2         0.24
nor3_2          0.16
a21oi_2         0.07
xnor2_1         0.14
No activity file was given, so power comes from the tool's default toggle rates.
